===== run.sh =====
#!/bin/bash
# OpenROAD 26Q1-2900-gdf79404cd8, Yosys 0.63+post, stock flow scripts
make -C /OpenROAD-flow-scripts/flow DESIGN_CONFIG=/design/flow/config.mk WORK_HOME=/design/flow/orfs finish

===== config.mk =====
export PLATFORM = sky130hd
export DESIGN_NAME = twomux32
export DESIGN_NICKNAME = twomux32
export VERILOG_FILES = /design/flow/design.v
export SDC_FILE = /design/flow/constraint.sdc
export NUM_CORES = 4
export LEC_CHECK = 1
export CORE_AREA = 10 10 70 70
export DIE_AREA = 0 0 80 80

===== constraint.sdc =====
current_design twomux32

set clk_period 1.0
set clk_io_pct 0.2

create_clock -name clk0 -period $clk_period

set non_clock_inputs [all_inputs -no_clocks]
set_input_delay [expr $clk_period * $clk_io_pct] -clock clk0 $non_clock_inputs
set_output_delay [expr $clk_period * $clk_io_pct] -clock clk0 [all_outputs]

===== design.v =====
module twomux(Y, D0, D1, S);
  output Y;
  input D0;
  input D1;
  input S;
  wire W1, W2, W3;
  not (W2, S);
  and (W1, D1, S);
  and (W3, D0, W2);
  or (Y, W1, W3);
endmodule
module twomux32(Y, D0, D1, S);
  output [31:0] Y;
  input [31:0] D0;
  input [31:0] D1;
  input S;
  genvar k;
  generate for (k = 0; k < 32; k = k + 1)
    begin
      twomux m21(Y[k], D0[k], D1[k], S);
    end
  endgenerate
endmodule

==> notes.org <==
#+TITLE: Flow metrics

** Power and ir drop
- Tot Pwr :: 0.6534 mW
- Summed over all cells, the static leakage comes to 0.8928 nW.
- Power density cells :: 398.1 mW/mm2
- Peak ir drop on the vdd network :: 0.1497 mV

** Setup path
- STA classifies the critical path endpoint as an output port.
- The launch point of the critical path was reported as S.
- Startpoint type of the worst setup path :: input pin
- Worst Path Required :: 0.80 ns
- For the worst setup path, the data arrival time is 0.98 ns.
- WS Path Type :: input pin to output port
- Looking at the critical path, the highest net fanout was 6.

** Routing
- Antenna fix cells :: 0
- Vias per cell :: 3.793
- The first detailed-routing pass ran for 2 iterations.
- Routed WL :: 2818 um
- Per the detail_route report, routed wire per instance is 14.99 um.
- Once detail routing completed, the nets flagged for antenna violations numbered 0.
- Detailed routing inserted a total of 713 vias.
- The first routing iteration left 2 violations.
- Remaining design rule violation count :: 0

** Global routing
- Maximum number of pins on one net before global-route repair :: 9
- Overall global routing resource usage :: 7.712%
- Vias in the first global route :: 782
- The initial antenna violation count is 0.
- Global-route congestion overflow total :: 0
- The first global-routing pass estimated 4084 um of wire.

** STA
- Counting I/O delays and the setup requirement, the final critical path takes 1.184 ns.
- RSZ-0062 raised after global routing :: true
- In the final report, the number of endpoints failing setup comes to 32.
- Worst setup margin :: -0.1835 ns
- The final layout reports a setup TNS of -4.035 ns.
- Final hold violation count :: 0
- Worst Tran Pin Value :: 0.07667 ns
- Achievable clock frequency :: 844.9 MHz
- Normalized max-slew margin :: 94.89%
- Final cycle utilization of the critical path :: 118.4%
- In the final report, the number of pins over their slew limit comes to 0.

** Cells and area
- Per the layout report, the design carries 0 clock buffers.
- At the end of the flow the core is filled with cells to 48.06%.
- Layout cells sized above 1 :: 54.93%
- After filler insertion, the fill cell instance count of the layout stands at 324.
- Layout Cells excl Fill :: 188
- Total number of sequential cells :: 0
- Sequential Area :: 0 um2
- The area taken by multi-input combinational cells is reported as 480.5 um2.
- Layout-stage area growth over the synthesis result :: 109.2%

** Placement
- At the end of routability-driven placement, the weighted congestion stood at 0.8127.
- Note, the detailed placer reported a final HPWL of 2412 um.
- Worst slack, placed :: -0.5006 ns
- Port buffering added 97 buffers.
- DP Cell Count :: 177

** Synthesis
- Yosys attributes the largest share of cell area to sky130_fd_sc_hd__mux2_4 57%, sky130_fd_sc_hd__buf_4 31%, sky130_fd_sc_hd__buf_12 7.7%, sky130_fd_sc_hd__mux2_2 2.9%, sky130_fd_sc_hd__buf_6 1.4%.
- By count the netlist is led by 32 x sky130_fd_sc_hd__buf_4, 30 x sky130_fd_sc_hd__mux2_4, 3 x sky130_fd_sc_hd__buf_12.
- Counting distinct cell types in the post-synthesis netlist gives 5.
- Total cell area reported by yosys after synthesis :: 784.5 um2
- Count of mapped cells out of synthesis :: 68
- Average instance area after synthesis :: 11.54 um2
- Cell type with the largest total area :: sky130_fd_sc_hd__mux2_4
- Yosys cell count :: 68
- In the Yosys report, the sequential cells make up 0% of the chip area.
- Yosys top cell area share :: 57.42%
- The mapped netlist covers 784.5 um2.
- Most common cell in the netlist :: sky130_fd_sc_hd__buf_4
- Total number of yosys warnings :: 0

** CTS
- Hold repair after CTS inserted 0 buffers.

** Floorplanning
- Boundary Pins :: 97
- Core outline area :: 0.003416 mm2
- Initial cell density of the core :: 22.97%
- The floorplan step set the die width to 80 um.
- Full die area :: 0.006400 mm2
- Total number of placement rows :: 21
- Chip height :: 80 um

** Job
- Max-cap violations in this run came to 0.
- Tool warnings :: 35

** Worst hold path
- In this run the most critical hold path is launched from D0[25].
- Hold-critical path depth :: 3
- Worst hold path type :: input pin to output port

** Outcome
- The run finished, with violations left.
- The final reports fail on setup timing.
critical path: stages:
cell,delay [ns]
sky130_fd_sc_hd__buf_12,0.12
sky130_fd_sc_hd__buf_12,0.13
sky130_fd_sc_hd__buf_4,0.13
sky130_fd_sc_hd__mux2_4,0.29
sky130_fd_sc_hd__buf_6,0.11
path summary, 6_finish.rpt:
path	end
setup / recovery	Y[9]
hold / removal	Y[25]
layer usage:
layer  global-route usage (%)  part of all wire (%)
met4                        0                     0
met2                    13.72                    48
met5                        0                     0
met1                    9.229                    42
met3                    2.614                   9.8
layout make-up:
type                            instances  share of cell area, %
Timing Repair Buffer                  110                  67.23
Multi-Input combinational cell         32                  29.27
Tap cell                               46                  3.506
kinds of logic after synthesis:
kind of cell / Yosys count / share of synthesized area (%)
mux: 32 / 60.29
buf+inv: 36 / 39.71
where the power goes:
group	switching (mW)	internal, mW	total, mW
Sequential	0	0	0
Clock	0	0	0
Combinational	0.138	0.515	0.653
layout by cell type (no fill, tap or decap):
cell and n:
sky130_fd_sc_hd__buf_4 4, sky130_fd_sc_hd__buf_2 15, sky130_fd_sc_hd__buf_12 6, sky130_fd_sc_hd__buf_6 19
sky130_fd_sc_hd__buf_16 2, sky130_fd_sc_hd__clkdlybuf4s50_1 21, sky130_fd_sc_hd__dlymetal6s2s_1 6, sky130_fd_sc_hd__mux2_4 32
sky130_fd_sc_hd__dlygate4sd2_1 37
timing repair:
item,4_1_cts,5_1_grt
buffers inserted,9,0
endpoints found under the setup margin,32,32
gates cloned,2,0
gates resized,154,12
metrics by stage:
step	cell area, um2	hold slack (ns)
2_1_floorplan	905.9	0.5906
3_3_place_gp	1536	1.338
3_5_place_dp	1536	1.340
4_1_cts	1589	0.7996
5_1_grt	1642	0.7162
6_report	1642	0.6970
Power figures rest on the tool's default switching activity, not on a simulated workload.
