## /design/flow/run.sh

```bash
#!/bin/bash
# OpenROAD 26Q1-2900-gdf79404cd8, Yosys 0.63+post, stock flow scripts
make -C /OpenROAD-flow-scripts/flow DESIGN_CONFIG=/design/flow/config.mk WORK_HOME=/design/flow/orfs finish
```

## /design/flow/config.mk

```make
export PLATFORM = sky130hd
export DESIGN_NAME = adder32
export DESIGN_NICKNAME = adder32
export VERILOG_FILES = /design/flow/design.v
export SDC_FILE = /design/flow/constraint.sdc
export NUM_CORES = 4
export LEC_CHECK = 1
export CORE_AREA = 10 10 98 98
export DIE_AREA = 0 0 108 108
```

## /design/flow/constraint.sdc

```tcl
current_design adder32

set clk_period 1.2
set clk_io_pct 0.2

create_clock -name clk0 -period $clk_period

set non_clock_inputs [all_inputs -no_clocks]
set_input_delay [expr $clk_period * $clk_io_pct] -clock clk0 $non_clock_inputs
set_output_delay [expr $clk_period * $clk_io_pct] -clock clk0 [all_outputs]
```

## /design/flow/design.v

```verilog
module adder32(OUT, S, IN, A, B);
   output OUT;
   output [31:0] S;
   input IN;
   input [31:0] A;
   input [31:0] B;
  genvar k;
  generate for (k = 0; k < 32; k = k + 1)
    begin
      FullAdder fa(OUT, S[k], IN, A[k], B[k]);
    end
  endgenerate
endmodule
module halfadder(S, C, A, B);
   input A, B; 
   output S, C;
   xor (S, A, B);
   and (C, A, B);
endmodule
module FullAdder(OUT, S, IN, A, B);
   input IN, A, B;
   output OUT, S;
   wire s1, c1, c2;
   halfadder ha1(s1, c1, A, B);
   halfadder ha2(S, c2, s1, IN);
   or (OUT, c1, c2);
endmodule
```

==> flow.log <==
[flow] final metrics
[metrics] most frequent cell on the critical path: sky130_fd_sc_hd__buf_12
[metrics] Max Freq: ~0.77 GHz
[metrics] Crit-path slowest cell: sky130_fd_sc_hd__xor3_4
[metrics] number of vias after detailed routing: 726
[metrics] Post-Synthesis Cell Area: between 1000 and 1500 um^2
[metrics] mean cell area of the mapped netlist: 15.6 um^2
[metrics] worst hold path class: primary input to primary output
[metrics] setup TNS: -792 ps
[metrics] Adders+Majority by Area: 1.91%
[metrics] Post-Synth Simple-Gate Area: 0%
[metrics] number of port buffers: 98
[metrics] number of rows in the core area: 32
[metrics] number of clock buffers in the layout: 0
[metrics] total die area: ~12000 um^2
[metrics] Warnings, synthesis: 1
[metrics] antenna-violating nets left: 0
[metrics] Data required, critical path: between 900 and 1000 ps
[metrics] portion of the post-synthesis area used by sequential elements: 0%
[metrics] number of diodes added for antenna fixing: 0
[metrics] Setup CP Type: primary input to primary output
[metrics] Worst Hold Launch: A[9]
[metrics] total cell area at the placement stage: ~1900 um^2
[metrics] CP endpoint: S[16]
[metrics] combined global-route utilization of all metal layers: roughly 4.9%
[metrics] CP Depth: 4
[metrics] final routed wirelength across all metal layers: around 3.2 mm
[metrics] via count of the first global-routing pass: about 840
[metrics] number of vias per cell: approximately 3.0
[metrics] worst setup path startpoint: IN
[metrics] register area: 0 um^2
[metrics] Final Max-Slew Violation Tally: 0
[metrics] initial antenna violation count: 0
[metrics] number of iterations in the first detailed-routing pass: 2
[metrics] pin count of the biggest net entering global routing: 10
[metrics] Worst Slack Setup Final: -106 ps
[metrics] number of cells in the yosys synthesis report: approximately 67
[metrics] mux cell area share after synthesis: 0%
[metrics] Final period util: 109%
[metrics] wire length of the first global-routing pass: 4.55 mm
[metrics] DIE WIDTH: about 110 um
[metrics] measured slew at the worst slew-check pin: between 90 and 100 ps
[metrics] leftover overflow at the end of global routing: 0
[metrics] VDD IR-drop max: 0.117 mV
[metrics] placer's final routability congestion estimate: 0.724
[metrics] met1 layer wirelength in the final routing: between 1 and 1.5 mm
[metrics] standby leakage power: between 1 and 1.5 nW
[metrics] overall power after layout: about 0.7 mW
[metrics] minimum clock period: ~1300 ps
[metrics] status: complete, but fails checks
[metrics] DR iter-0 viols: 1
[metrics] violated checks: negative setup slack
[metrics] Routed WL per cell: 13.1 um
[metrics] area delta synth->final: 70.3%
[metrics] yosys aoi share: 0%
[metrics] Max Used Layer: met3
[metrics] Logic family by area: XOR/XNOR gates
[metrics] sum of net half-perimeters after detailed placement: approximately 2.8 mm
[metrics] tool warnings: 34
[metrics] worst slew slack as a fraction of its limit: about 93%
[metrics] fill cell total of the finished layout: 826
[metrics] worst-case hold slack: about 840 ps
[metrics] area of the placeable core: roughly 7600 um^2
[metrics] layout cell share with drive strength beyond 1: between 40% and 50%
[metrics] Unique cell types: 5
[metrics] starting utilization of the core area: a little over an eighth
[metrics] final tally of setup violations: 11
[metrics] chip area line of the yosys report: 1050 um^2
[metrics] FF+latch count: 0
[metrics] Design Area, Final: around 1800 um^2
[metrics] Die Ht: around 110 um
[metrics] sort of element at the start of the critical path: primary input
[metrics] largest incremental delay on the critical path: between 400 and 500 ps
[metrics] setup repair after global routing missed its margin: yes
[metrics] power density of the placed cells: between 300 and 400 nW/um^2
[metrics] I/O pin count: ~98
[metrics] critical path data arrival time: around 1100 ps
[metrics] gate family responsible for the most delay along the worst path: XOR/XNOR gates
[metrics] endpoints failing hold: 0
[metrics] DR WL met2: between 1 and 1.5 mm
[metrics] worst-path cell chain: buf_12, buf_12, xor3_4, buf_6
[metrics] CP Capture Type: primary output
[metrics] Cells after Synth: between 60 and 70
[metrics] number of violations of the max-capacitance limit: 0
[metrics] top fanout value on the critical path: 7
[metrics] met3 WL post-DR: between 500 and 600 um
[metrics] DRC viols: 0
[metrics] cts-stage hold buffer count: 0
[metrics] crit path buf inv count: 3
[metrics] yosys xor share: a little under three quarters
## per-stage QoR
step | worst slack, ps | utilization [%] | instances
2_1_floorplan | 97.3 | - | 67
3_3_place_gp | -727 | 25.2 | 236
3_5_place_dp | -729 | 25.2 | 236
4_1_cts | -139 | 23.2 | 240
5_1_grt | -136 | 23.3 | 240
6_report | -106 | 23.3 | 240
## cells in the final DEF, fill, tap and decap left out
cell type | Yosys | layout
sky130_fd_sc_hd__xor3_1 | 27 | 27
sky130_fd_sc_hd__fa_2 | 0 | 1
sky130_fd_sc_hd__buf_2 | 0 | 33
sky130_fd_sc_hd__buf_12 | 0 | 4
sky130_fd_sc_hd__xor3_4 | 4 | 4
sky130_fd_sc_hd__dlymetal6s2s_1 | 0 | 7
sky130_fd_sc_hd__clkdlybuf4s15_1 | 0 | 19
sky130_fd_sc_hd__clkbuf_2 | 0 | 10
sky130_fd_sc_hd__buf_6 | 3 | 7
sky130_fd_sc_hd__dlygate4sd2_1 | 0 | 26
## synth_stat cells, drive strengths merged
library cell	n	area share, %
xor3	31	72
fa	1	1.9
buf	35	26
## logic make-up (layout without fill, tap and decap cells)
kind of cell / Yosys count / count (layout)
adder cells (fa/ha/maj): 1 / 1
buffers and inverters: 35 / 106
XOR/XNOR: 31 / 31
## metal layers
metal / vias up / global-route usage [%]
met1: 326 / 5.84
met4: 0 / 0
met3: 0 / 3.25
met5: - / 0
li1: 341 / -
met2: 59 / 7.76
## what timing repair did
item / 4_1_cts / 5_1_grt
resized: 178 / 46
endpoints found under the setup margin: 33 / 33
pin swaps: 28 / 19
cloned: 0 / 0
setup buffers: 4 / 0
## layout make-up
cell class / instances / area (um^2) / area share, %
timing repair buffer: 106 / 880 / 49.4
multi-input combinational: 32 / 774 / 43.5
tap: 102 / 128 / 7.16
## power by group
| part | internal (mW) | switching [mW] | leakage [nW] | total [mW] |
|---|---|---|---|---|
| Combinational | 0.536 | 0.150 | 1.05 | 0.686 |
| Sequential | 0 | 0 | 0 | 0 |
| Clock | 0 | 0 | 0 | 0 |
## how the worst min path moves through the flow
stage / slack, ps / end / cells past startpoint
5_1_grt: 880 / OUT / 3
6_report: 840 / OUT / 3
4_1_cts: 890 / S[2] / 3
No activity file was given, so power comes from the tool's default toggle rates.
