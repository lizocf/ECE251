[/design/flow/run.sh]
#!/bin/bash
# OpenROAD 26Q1-2900-gdf79404cd8, Yosys 0.63+post, stock flow scripts
make -C /OpenROAD-flow-scripts/flow DESIGN_CONFIG=/design/flow/config.mk WORK_HOME=/design/flow/orfs finish
[/design/flow/config.mk]
export PLATFORM = sky130hd
export DESIGN_NAME = fourmux32
export DESIGN_NICKNAME = fourmux32
export VERILOG_FILES = /design/flow/design.v
export SDC_FILE = /design/flow/constraint.sdc
export NUM_CORES = 4
export LEC_CHECK = 1
export CORE_AREA = 10 10 76 76
export DIE_AREA = 0 0 86 86
[/design/flow/constraint.sdc]
current_design fourmux32

set clk_period 1.5
set clk_io_pct 0.2

create_clock -name clk0 -period $clk_period

set non_clock_inputs [all_inputs -no_clocks]
set_input_delay [expr $clk_period * $clk_io_pct] -clock clk0 $non_clock_inputs
set_output_delay [expr $clk_period * $clk_io_pct] -clock clk0 [all_outputs]
[/design/flow/design.v]
module fourmux(Y, D0, D1, D2, D3, S);
  output Y;
  input D0, D1, D2, D3;
  input [1:0] S;
  wire W0, W1, W2, W3, s0, s1;
  not (s0, S[0]);
  not (s1, S[1]);
  and (W0, D0, s0, s1);
  and (W1, D1, s0, S[1]);
  and (W2, D2, S[0], s1);
  and (W3, D3, S[0], S[1]);
  or (Y, W0, W1, W2, W3);
endmodule
module fourmux32(Y, D0, D1, D2, D3, S);
  output [31:0] Y;
  input [31:0] D0;
  input [31:0] D1;
  input [31:0] D2;
  input [31:0] D3;
  input [1:0] S;
  genvar k;
  generate for (k = 0; k < 32; k = k + 1)
    begin
      fourmux m41(Y[k], D0[k], D1[k], D2[k], D3[k], S);
    end
  endgenerate
endmodule
==> run notes <==
impl run done, here's what came out: chip area=7400 sq um, pin slew with the least headroom to its limit=175 ps, sequential power share=0%, Core Footprint=4120 sq um, Via-to-Cell Ratio=4.56, Worst setup SP type=input port, classification of the worst-slack hold path=in2out, Yosys Warn Count=0, count of final max-slew check failures=0, endpoint with the worst hold slack=Y[24], cell row count=23, data required time of the critical path=1200 ps, run status=finished, violations left, aggregate global-route resource usage=14.2%, crit path time final=1560 ps, post-synthesis sequential area ratio=0%, highest clock frequency the design can meet=639 MHz, Main logic family=multiplexers, Worst slew margin=88.3%, slowest cell delay on critical path=480 ps, Seq. cell area=0 sq um, DR iter-0 viols=16, failing checks=setup timing, final-layout clock buffer total=0, Distinct cells, synth=7, final core utilization=56.3%, vias in the first global route=1383, Total Neg Setup Slack=-460 ps, share of synthesized area spent on multiplexers=68.8%, unrepaired setup endpoints after global routing=yes, die width=86 um, WHS=981 ps, most repeated library cell on the critical path=sky130_fd_sc_hd__buf_12, average wire length per cell after detail routing=21.3 um, via count=1194, area of the multi-input gates=721 sq um, y dimension of the die=86 um, ratio of cells with drive above 1 in the final layout=39.3%, chip area estimate from yosys synthesis=1060 sq um, clock network fraction of design power=0%, setup violation total in the final timing report=14, total of hold buffers inserted after clock tree synthesis=0, netlist area before placement=1060 sq um, Cells after Synth=72, Worst Hold Launch=D1[24], Worst Path Max Fanout=6, sw frac=24.5%, dpl hpwl=5040 um, critical path endpoint category=output pin, worst setup margin=-64.1 ps, Simple-Gate Fraction of Synth Area=0%, first-pass GRT wire length=8190 um, count of input and output buffers=162, share of power burned in combinational logic=100.0%, Post-Synth Adder-Cell Area=0%, switching power=135 uW, DRT Wirelength=5580 um, io pins=162, hold violation total from the final report=0, layout overhead on the synthesized area=119%, Power per Cell Area=237 nW/um^2, Initial Util=25.7%, residual overflow from global routing=0, Cells on Worst Hold Path=3, number of inserted filler cells in the final layout=407, maximum number of pins on one net before global-route repair=19, post-route DRC violation count=0, flip-flops=0, Avg Synthesized Cell Area=14.7 sq um, Pint=415 uW, cell-by-cell listing of the critical path=buf_12 > buf_12 > buf_12 > mux4_2 > buf_2, number of routed nets with antenna violations=0, WS Path Type=in2out, total of max-cap violations=0, peak supply drop=114 uV, OpenROAD warnings=35, critical path's slowest cell=sky130_fd_sc_hd__mux4_2, part of the cycle the worst path needs=104%, AND-OR/OR-AND share of the synthesized area=0%, antenna violations before repair=1, Leak=1.14 nW, XORs/XNORs by Area=0%, worst path arrival time=1260 ps, Pre-antenna DRT Iters=2, Yosys Instances=72, last weighted congestion value of the routability-driven placer=0.836
-- stage by stage --
| step | worst slack [ps] | total power [mW] | instances | instance area, sq um |
|---|---|---|---|---|
| 2_1_floorplan | 28.8 | 0.306 | 72 | 1060 |
| 3_3_place_gp | -659 | 0.708 | 251 | 2470 |
| 3_5_place_dp | -670 | 0.714 | 251 | 2470 |
| 4_1_cts | -68.4 | 0.563 | 261 | 2310 |
| 5_1_grt | -96.9 | 0.598 | 262 | 2320 |
| 6_report | -64.1 | 0.550 | 262 | 2320 |
-- power by group through the flow --
stage | Combinational, mW | Clock (mW) | Sequential (mW)
4_1_cts | 0.563 | 0 | 0
5_1_grt | 0.598 | 0.0000000892 | 0
6_report | 0.550 | 0.0000000892 | 0
-- kinds of logic (layout without fill, tap and decap cells) --
group | after synthesis | after routing
buf+inv | 40 | 179
mux | 32 | 32
other cells | 0 | 1
-- worst max-delay path: cells and delay by family --
family | cells | cell delay (ps)
muxes | 1 | 480
buffers and inverters | 4 | 490
-- cell usage after synthesis --
cell type	instances	share of area [%]
sky130_fd_sc_hd__buf_2	3	1.4
sky130_fd_sc_hd__buf_12	3	5.7
sky130_fd_sc_hd__buf_4	32	23
sky130_fd_sc_hd__mux4_1	2	5.0
sky130_fd_sc_hd__buf_6	1	1.1
sky130_fd_sc_hd__mux4_2	30	64
sky130_fd_sc_hd__clkbuf_1	1	0.35
-- worst max path at each step --
stage	start	endpoint	slack, ps	cells after the start
4_1_cts	S[1]	Y[23]	-70	5
5_1_grt	S[1]	Y[23]	-100	5
6_report	S[1]	Y[23]	-60	5
-- what timing repair did --
item / 4_1_cts / 5_1_grt
gates cloned: 1 / 0
gates resized: 247 / 2
endpoints found under the setup margin: 32 / 23
setup buffers: 9 / 0
pin swaps: 0 / 0
-- layer usage --
metal / wire length (um) / track usage (%) / up-vias
met5: 0 / 0 / -
met4: 0 / 0.749 / 0
met3: 796 / 7.72 / 0
met2: 3010 / 25.4 / 82
met1: 1760 / 15.1 / 560
li1: - / - / 552
-- cell usage in the layout (no fill, tap or decap), drive strengths merged --
cell           netlist  layout
dlygate4sd2          0     125
buf                 39      51
mux4                32      32
dlymetal6s2s         0       2
diode                0       1
clkdlybuf4s50        0       1
-- final cells by class --
cell class	count	share of cell area, %
timing repair buffer	179	66.1
multi-input combinational	32	31.1
tap	50	2.70
antenna	1	0.108
No activity file was given, so power comes from the tool's default toggle rates.
